<file path="flow/run.sh">
#!/bin/bash
# OpenROAD 26Q1-2900-gdf79404cd8, Yosys 0.63+post, stock flow scripts
make -C /OpenROAD-flow-scripts/flow DESIGN_CONFIG=/design/flow/config.mk WORK_HOME=/design/flow/orfs finish
</file>
<file path="flow/config.mk">
export PLATFORM = sky130hd
export DESIGN_NAME = doorlock
export DESIGN_NICKNAME = doorlock
export VERILOG_FILES = /design/flow/design.v
export SDC_FILE = /design/flow/constraint.sdc
export NUM_CORES = 4
export LEC_CHECK = 1
export CORE_AREA = 10 10 77 77
export DIE_AREA = 0 0 87 87
</file>
<file path="flow/constraint.sdc">
current_design doorlock

set clk_period 1.2
set clk_io_pct 0.2

create_clock -name clk0 -period $clk_period [get_ports {clk}]

set non_clock_inputs [all_inputs -no_clocks]
set_input_delay [expr $clk_period * $clk_io_pct] -clock clk0 $non_clock_inputs
set_output_delay [expr $clk_period * $clk_io_pct] -clock clk0 [all_outputs]
</file>
<file path="flow/design.v">
module doorlock (
  input clk,
  input n_rst,
  input bt_0,
  input bt_1,
  input bt_2,
  input start,
  output reg led_0,
  output reg led_1,
  output reg led_2,
  output reg led_ok,
  output reg led_fail
  );
  parameter S_IDLE = 3'h0;
  parameter S_WAIT = 3'h1;
  parameter S_FIRST = 3'h2;
  parameter S_OK = 3'h3;
  parameter S_FAIL = 3'h4;
  parameter S_FAIL_WAIT = 3'h5;
  reg [2:0] c_state;
  reg [2:0] n_state;
  reg led_0_state;
  reg led_1_state;
  reg led_2_state;
  always @(posedge clk or negedge n_rst)
    if(!n_rst)
      c_state <= S_IDLE;
    else
      c_state <= n_state;
  always @(posedge clk or negedge n_rst)
    if(!n_rst)
      begin
        led_0_state <= 1'b0;
        led_1_state <= 1'b0;
        led_2_state <= 1'b0;
      end
    else
      begin
        led_0_state <= (bt_0 == 1'b1 || led_0 == 1'b1) ? 1'b1 : 1'b0;
        led_1_state <= (bt_1 == 1'b1 || led_1 == 1'b1) ? 1'b1 : 1'b0;
        led_2_state <= (bt_2 == 1'b1 || led_2 == 1'b1) ? 1'b1 : 1'b0;
      end
  always @(c_state or bt_0 or bt_1 or bt_2 or start)
    case(c_state)
      S_IDLE : begin
        n_state = (start == 1'b1) ? S_WAIT : c_state;
      end
      S_WAIT : begin
        n_state = (bt_0 == 1'b1 || bt_1 == 1'b1) ? S_FAIL_WAIT : 
        (bt_2 == 1'b1) ? S_FIRST : c_state; 
      end
      S_FIRST : begin
        n_state = (bt_1 == 1'b1 || bt_2 == 1'b1) ? S_FAIL : 
       (bt_0 == 1'b1) ? S_OK : c_state;
      end
      S_OK : begin
        n_state = (start == 1'b0) ? S_IDLE : c_state;
      end
      S_FAIL_WAIT : begin
        n_state = ((bt_0 == 1'b1)||(bt_1 == 1'b1)|| (bt_2 == 1'b1)) ? S_FAIL : c_state;
      end
      S_FAIL : begin
        n_state = (start == 1'b1) ? c_state : S_IDLE;
      end
      default : begin
        n_state = S_IDLE;
      end
    endcase
  always @(c_state or bt_0 or bt_1 or bt_2)
  begin
    case(c_state)
      S_IDLE : begin 
        led_0 = 1'b0;
        led_1 = 1'b0;
        led_2 = 1'b0;
        led_ok = 1'b0;
        led_fail = 1'b0;
      end
      S_WAIT : begin
        led_0 = 1'b0;
        led_1 = 1'b0;
        led_2 = 1'b0;
        led_ok = 1'b0;
        led_fail = 1'b0;
      end
      S_FIRST : begin
        led_0 = 1'b0;
        led_1 = 1'b0;
        led_2 = 1'b1;
        led_ok = 1'b0;
        led_fail = 1'b0;
      end
      S_OK : begin
        led_0 = 1'b1;
        led_1 = 1'b0;
        led_2 = 1'b1;
        led_ok = 1'b1;
        led_fail = 1'b0;
      end
      S_FAIL : begin
        led_0 = led_0_state;
        led_1 = led_1_state;
        led_2 = led_2_state;
        led_ok = 1'b0;
        led_fail = 1'b1;
      end
      S_FAIL_WAIT : begin
        led_0 = led_0_state;
        led_1 = led_1_state;
        led_2 = 1'b0;
        led_ok = 1'b0;
        led_fail = 1'b0;
      end
    endcase
  end
endmodule     
</file>
==> summary.txt <==
Implementation run completed; key figures follow.

Drt:
- The run puts the count of routing violations after the opening detailed-route iteration at 18.
- The run puts the routed length per instance at 9.760 µm.
- The run puts the residual antenna-violating net count after detailed routing at 0.
- The run puts the total wirelength of the detailed-routed design at 1015 µm.
- Per the detail_route report, inserted antenna diodes total 0.
- The run gives the DRC violations left as 0.
- The run gives the vias after detailed routing as 337.
- The run gives the detailed-router iteration count before antenna repair as 4.
- In the routed layout, each cell is associated on average with a via count of 3.240.

Power and ir drop:
- The run gives the power density over the cells as 1548 nW/µm².
- The run puts the static leakage at 0.2738 nW.
- The design draws 1.030 mW.
- The run puts the worst IR drop on VDD at 0.4533 mV.

Global routing:
- The number of antenna violations at the first check in global routing is 0.
- The first global-routing pass estimated 1642 µm of wire.
- The via count of the first global-routing pass is 347.
- In the global route stage, overall resource usage came out at 0.02733.
- The run puts the total congestion overflow at 0.
- Entering global routing, the biggest net connects 10 pins.

Timing:
- The run puts the post-route clock skew at 4.157 ps.
- The run puts the total setup violations reported at the end of the flow at 0.
- Setup repair after global routing left no endpoint under its margin.
- The run gives the count of endpoints without a timing constraint as 10.
- The run puts the remaining max-slew budget at the tightest pin at 0.7257.
- The final layout reports a setup TNS of 0 ps.
- The run puts the worst-case hold slack at 308.4 ps.
- The run gives the post-route clock period utilization as 0.8722.
- The run gives the count of final max-slew check failures as 0.
- The run puts the smallest setup slack after layout at 153.3 ps.
- The run puts the slew at the pin with the worst max-slew slack at 410.1 ps.
- The run gives the count of unclocked register or latch pins as 5.
- The run puts the maximum clock rate at 955.4 MHz.
- The run gives the shortest clock period the worst path allows after layout as 1047 ps.
- The run puts the hold violation total from the final report at 0.

Job:
- The report counts max-capacitance violations totalling 0.
- Across all stage logs, warnings added up to 25.

Die:
- The run gives the die height as 87 µm.
- The run puts the die width at 87 µm.
- The run gives the die footprint as 7569 µm².
- The run gives the effective utilization at floorplan as 0.1046.
- The run gives the total number of placement rows as 24.
- The run gives the I/O pin total as 11.
- After floorplanning, the core was sized to cover 4354 µm².

Placed design:
- The run gives the total cell area at the placement stage as 620.6 µm².
- The run puts the last weighted congestion value of the routability-driven placer at 0.7650.
- The run puts the placement-stage worst setup slack at -90.75 ps.
- Input and output buffers added on the ports amount to 10.
- The run gives the post-detailed-placement half-perimeter wirelength as 779.2 µm.
- The run gives the number of cells after detailed placement as 100.

Clocking:
- The run puts the number of buffers inserted for hold repair after clock tree synthesis at 0.
- Post-CTS repair ended up resizing 0 cells.
- CTS placed an instance of clkbuf_8 at the clock tree root.
- The run gives the insertion delay of the later-clocked pin in the worst-skew pair as 230 ps.
- The run puts the clock-pin slew on the worst setup and hold paths at 50 ps.
- The run gives the total number of H-tree levels as 1.
- The run puts the number of clock buffers inserted by TritonCTS at 3.
- TritonCTS built the clock tree.
- The run gives the maximum clock path buffer count as 2.
- The run puts the buffers inserted during post-CTS setup optimization at 0.

Final layout:
- In the final layout, the share of cells above drive strength 1 is 0.1154.
- The post-route utilization of the core is recorded as 0.1529.
- By instance count after routing, the leading logic cell types are clkdlybuf4s50_1, dfrtp_1, dlxtn_1, or2_1, clkbuf_8.
- The run puts the post-route non-filler standard cell count at 104.
- Among logic cells in the layout, the one with the most instances is clkdlybuf4s50_1.
- The run puts the synthesis-to-layout area growth at 46.15%.
- The finished cells cover 665.6 µm².

Yosys:
- The run puts the unique cell type count in the Yosys netlist at 20.
- The run puts the mean area per synthesized cell at 11.99 µm².
- Summing every instance area after synthesis gives 455.4 µm².
- The run gives the yosys synthesis chip area as 455.4 µm².
- The run gives the number of standard cells reported by yosys as 38.
- Warnings reported by Yosys during synthesis add up to 1.
- Counting flops and latches in the post-synthesis netlist gives 14.
- The run gives the number of instances in the synthesized netlist as 38.

Worst setup path:
- The run puts the worst endpoint required time at 1310 ps.
- STA reports a reg2reg setup slack of 340 ps.
- The run gives the worst path arrival time as 1160 ps.
- The run gives the endpoint type of the worst setup path as a flip-flop.
- The worst setup path is launched from an input pin.
- The run gives the cell family contributing the most delay on the critical path as buffers and inverters.
- The run gives the biggest fanout along the worst timing path as 6.
- The run gives the cell with the largest stage delay on the worst path as clkdlybuf4s50_1.
- Looking at the setup timing report, the critical path kind is in2reg.
- The run gives the delay of the slowest critical-path stage as 600 ps.
- The cell sequence reported for the critical path is clkdlybuf4s50_1, nor2_1, a32o_1.
- Along the critical path, the tally of buffer and inverter instances is 1.

Status:
- The flow ran to the end, and the final reports show no timing, DRC or antenna violations.

Worst hold path:
- The run gives the path class of the lowest-slack min-delay path as in2async.
-- cells by family after synthesis --
family	Yosys count	share of synthesized area
buffers and inverters	2	0.01649
AOI/OAI and AO/OA	9	0.1511
DFF	9	0.4973
latches	5	0.1648
muxes	1	0.02198
and+or+nand+nor	12	0.1484
-- synthesized netlist by cell type --
| master | instances | area (µm²) |
|---|---|---|
| o21a_1 | 1 | 7.510 |
| o21ai_1 | 1 | 5.000 |
| a22oi_1 | 1 | 7.510 |
| o21ai_0 | 1 | 5.000 |
| dlxtn_1 | 5 | 75.07 |
| or4_1 | 1 | 7.510 |
| nor3_2 | 1 | 10.01 |
| o22ai_1 | 1 | 6.260 |
| mux2i_1 | 1 | 10.01 |
| nor3_1 | 2 | 10.01 |
| inv_1 | 2 | 7.510 |
| nand2b_1 | 1 | 6.260 |
| nand2_1 | 2 | 7.510 |
| dfstp_2 | 1 | 26.28 |
| a211o_2 | 1 | 10.01 |
| nor2_1 | 2 | 7.510 |
| or2_1 | 3 | 18.77 |
| a32o_1 | 1 | 10.01 |
| o41ai_1 | 2 | 17.52 |
| dfrtp_1 | 8 | 200.2 |
-- metal layers --
metal / vias to the layer above / global-route usage / wire length [µm]
met4: 0 / 0.002946 / 0
li1: 166 / - / -
met3: 0 / 0.02264 / 149
met5: - / 0 / 0
met2: 12 / 0.03997 / 453
met1: 159 / 0.03103 / 413
-- registers in the layout, indices dropped and copies added, names as in the netlist --
signal,cells
c_state,6
led_0,1
led_0_state,1
led_1,1
led_1_state,1
led_2,1
led_2_state,1
led_fail,1
led_ok,1
-- final cells by class --
| class | instances | area, µm² |
|---|---|---|
| clock buffer | 4 | 45.04 |
| fill | 469 | 3689 |
| inverter | 2 | 7.507 |
| multi-input combinational | 22 | 146.4 |
| sequential | 14 | 301.5 |
| tap | 52 | 65.06 |
| timing repair buffer | 10 | 100.1 |
-- worst paths after layout --
kind,from,endpoint,depth (start not counted)
min in group clk0,c_state[0]$_DFF_PN1_,c_state[3]$_DFF_PN0_,2
max,bt_2,c_state[5]$_DFF_PN0_,3
max reg2reg,c_state[4]$_DFF_PN0_,c_state[1]$_DFF_PN0_,2
min reg2reg,c_state[0]$_DFF_PN1_,c_state[3]$_DFF_PN0_,2
min,n_rst,led_1_state$_DFF_PN0_,1
max in group asynchronous,n_rst,c_state[0]$_DFF_PN1_,1
-- worst register-to-register path, delay by kind of cell (launching register included) --
family / cells / cell delay (ps)
AND-OR/OR-AND: 1 / 220
flip-flops: 1 / 450
AND/OR/NAND/NOR: 1 / 70
-- report_power, final --
group | switching [mW] | internal (mW) | leakage [nW]
clock | 0.114 | 0.231 | 0.0228
combinational | 0.0728 | 0.116 | 0.0999
sequential | 0.0548 | 0.441 | 0.151
total | 0.242 | 0.789 | 0.274
Power and IR drop assume default switching activity.

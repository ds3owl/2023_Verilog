<file path="flow/design.v">
module carry_select_adder(
    din_a,
    din_b,
    cin,
    sum,
    cout
  );
    input [7:0] din_a;
    input [7:0] din_b;
    input cin;
    output reg [7:0] sum;
    output cout;
    wire [7:0] g = (din_a & din_b);
    wire [7:0] p = (din_a ^ din_b);   
    reg [7:1] c;
assign sum[1:0] = din_a[1:0] + din_b[1:0] + cin;
assign c[1] = g[0] + (p[0] & cin);
assign c[2] = g[1] + (p[1] & c[1]);
assign sum[3:2] = (c[2] == 1'h0) ? (din_a[3:2] + din_b[3:2]) : (din_a[3:2] + din_b[3:2] + 8'b1);
assign c[3] = g[2] + (p[2] & c[2]);
assign c[4] = g[3] + (p[3] & c[3]);
always @(din_a or din_b or c) begin
	if(c[4] == 1'b0) begin
		sum[5:4] = din_a[5:4] + din_b[5:4];
	end
	else begin
		sum[5:4] = din_a[5:4] + din_b[5:4] + 8'b1;
	end
end
assign c[5] = g[4] + (p[4] & c[4]);
assign c[6] = g[5] + (p[5] & c[5]);
always @(din_a or din_b or c)
	case(c[6])
		8'b0 : sum[7:6] = din_a[7:6] + din_b[7:6];
		8'b1 : sum[7:6] = din_a[7:6] + din_b[7:6] + 8'b1;
		default : sum[7:6] = din_a[7:6] + din_b[7:6];
	endcase
assign c[7] = g[6] + (p[6] & c[6]);
assign cout = g[7] + (p[7] & c[7]);
endmodule
</file>
<file path="flow/config.mk">
export PLATFORM = sky130hd
export DESIGN_NAME = carry_select_adder
export DESIGN_NICKNAME = carry_select_adder
export VERILOG_FILES = /design/flow/design.v
export SDC_FILE = /design/flow/constraint.sdc
export NUM_CORES = 4
export LEC_CHECK = 1
export CORE_AREA = 10 10 70 70
export DIE_AREA = 0 0 80 80
</file>
<file path="flow/run.sh">
#!/bin/bash
# OpenROAD 26Q1-2900-gdf79404cd8, Yosys 0.63+post, stock flow scripts
make -C /OpenROAD-flow-scripts/flow DESIGN_CONFIG=/design/flow/config.mk WORK_HOME=/design/flow/orfs finish
</file>
<file path="flow/constraint.sdc">
current_design carry_select_adder

set clk_period 5.9
set clk_io_pct 0.2

create_clock -name clk0 -period $clk_period

set non_clock_inputs [all_inputs -no_clocks]
set_input_delay [expr $clk_period * $clk_io_pct] -clock clk0 $non_clock_inputs
set_output_delay [expr $clk_period * $clk_io_pct] -clock clk0 [all_outputs]
</file>
==> flow_summary_export.csv <==
group,metric,value,unit
critical_path,critPathSlowestCell,"clkdlybuf4s50_1",
grt,grt_max_degree,3,
route,first_pass_iters,2,
route,antennaDiodeCount,0,
timing,setup_slack,0.246,ns
timing,clock.fmax,177,MHz
critical_path,cp_max_fo,2,
finish,regArea,0,um2
floorplan,fp.dieW,80,um
min_path,min_path_cells,5,
timing,tightest_slew,0.163,ns
clock_tree,ctsHoldBuffers,0,
synth,synth_area_per_cell,9.07,um2
synth,ys_types,9,
critical_path,crit_required,4.72,ns
pwr,power,85.4,uW
route,drc,0,
min_path,hp-start,"din_b[0]",
floorplan,fp_util,0.117,
placement,gp_congestion,0.755,
floorplan,core,3420,um2
finish,lay_top_cells,"clkdlybuf4s50_1, inv_1, ha_1",
min_path,holdPathEnd,"sum[0]",
timing,finalSetupTns,0,ns
synth,ys_chip_area,399,um2
finish,final_cells,120,
pwr,power.leakage,0.399,nW
route,dr_total_vias,358,
floorplan,io_pins,26,
placement,place_inst,118,
finish,area_growth_syn_to_layout,103,%
critical_path,cp.arrival,4.47,ns
grt,grt_use_total,0.0302,
synth,synth-seq-area-share,0,
finish,lay_top_count,"clkdlybuf4s50_1",
finish,final_util,0.237,
timing,finalHoldViolCount,0,
finish,flop-count,0,
grt,grt_pass1_wl,1640,um
route,drt_iter0_drc,2,
finish,nClkBuffers,0,
placement,port_buffers,26,
critical_path,worst-path-buf-inv,3,
run,drv_cap,0,
route,ant_nets,0,
timing,rsz0062_at_grt,"false",
critical_path,cpLargestDelayFamily,"adder cells",
timing,period_minus_slack,5.65,ns
route,viasPerCell,2.98,
placement,dp_worst_setup_slack,-0.193,ns
critical_path,crit_chain,"clkdlybuf4s50_1 -> inv_1 -> fa_2 -> nor2b_4 -> xnor2_2 -> fa_2 -> and2b_2 -> xnor2_4 -> fa_2 -> and2b_2 -> xnor2_4 -> fa_2 -> nand2b_4 -> xnor2_1 -> dlygate4sd2_1",
timing,slew_viol_final,0,
route,wl_per_cell,9.20,um
synth,ys_warn_count,10,
floorplan,row_count,21,
placement,dp_hpwl,956,um
pwr,vdd.ir_drop.worst,0.0419,mV
critical_path,worstSetupPathType,"input pin to primary output",
critical_path,critPathLaunchType,"input pin",
floorplan,fp.dieH,80,um
critical_path,cpPeakStageDelay,0.45,ns
grt,antenna_found_initial,0,
synth,syn-cell-area,399,um2
critical_path,endpoint_kind,"primary output",
timing,setup_violations,0,
run_status,status,"completed",
min_path,hold_class,"input pin to primary output",
timing,fin_crit_sh,0.958,
route,finalWirelength,1100,um
finish,drive_above_1_share,0.243,
critical_path,crit_top_cell,"fa_2",
pwr,powerDensity,105,nW/um2
grt,grt_pass1_vias,382,
synth,yosys_cells,44,
timing,relSlewSlack,0.888,
run,warning_count,36,
floorplan,die_area,6400,um2
grt,grt_overflow_total,0,
synth,syn_inst,44,
worst max path at each step:
stage	from	to	slack, ns	depth (start not counted)
after CTS	cin	sum[6]	0.006	14
after global routing	cin	cout	0.1	15
final	cin	cout	0.25	15
power by group:
group / switching (mW) / total (mW) / internal [mW]
Sequential: 0 / 0 / 0
Clock: 0 / 0 / 0
Combinational: 0.0269 / 0.0854 / 0.0585
layer usage:
| metal | vias up | part of all wire | track usage |
|---|---|---|---|
| li1 | 184 | - | - |
| met2 | 26 | 0.37 | 0.0441 |
| met3 | 0 | 0.17 | 0.0182 |
| met4 | 0 | 0 | 0 |
| met1 | 148 | 0.46 | 0.0395 |
| met5 | - | 0 | 0 |
cell usage after synthesis:
master,number,area [um2]
ha_1,9,113
inv_1,15,56.3
and2b_2,2,17.5
fa_1,4,80.1
nor2b_1,2,12.5
xnor2_1,7,61.3
xnor2_2,2,32.5
mux2i_1,2,20.0
nand2b_1,1,6.26
through the flow:
| stage | instance area, um2 | hold WS (ns) |
|---|---|---|
| detailed placement | 732 | 3.41 |
| floorplan | 399 | 2.53 |
| global placement | 732 | 3.42 |
| global route | 811 | 3.21 |
| CTS | 779 | 3.27 |
| finish | 811 | 3.17 |
worst min-delay path: cells and delay by family:
| family | cells | cell delay [ns] |
|---|---|---|
| adder cells (fa/ha/maj) | 1 | 0.18 |
| buffers and inverters | 4 | 0.64 |
repair_timing:
action / in CTS / in global routing
setup endpoints to repair: 3 / 2
buffers inserted: 1 / 1
pin swaps: 3 / 7
resized: 9 / 9
kinds of logic after synthesis:
group,synth area share
buf+inv,0.141
fa+ha+maj,0.483
xor+xnor,0.235
simple gates,0.0909
mux,0.0502
layout make-up:
| type | instances | area (um2) |
|---|---|---|
| multi-input cells | 29 | 398 |
| repair buffers | 30 | 299 |
| well taps | 46 | 57.6 |
| fillers | 369 | 2610 |
| inverters | 15 | 56.3 |
Power figures rest on the tool's default switching activity, not on a simulated workload.

File: run.sh
#!/bin/bash
# OpenROAD 26Q1-2900-gdf79404cd8, Yosys 0.63+post, stock flow scripts
make -C /OpenROAD-flow-scripts/flow DESIGN_CONFIG=/design/flow/config.mk WORK_HOME=/design/flow/orfs finish
File: config.mk
export PLATFORM = sky130hd
export DESIGN_NAME = decoder_4x16
export DESIGN_NICKNAME = decoder_4x16
export VERILOG_FILES = /design/flow/design.v
export SDC_FILE = /design/flow/constraint.sdc
export NUM_CORES = 4
export LEC_CHECK = 1
export CORE_AREA = 10 10 70 70
export DIE_AREA = 0 0 80 80
File: constraint.sdc
current_design decoder_4x16

set clk_period 1.0
set clk_io_pct 0.2

create_clock -name clk0 -period $clk_period

set non_clock_inputs [all_inputs -no_clocks]
set_input_delay [expr $clk_period * $clk_io_pct] -clock clk0 $non_clock_inputs
set_output_delay [expr $clk_period * $clk_io_pct] -clock clk0 [all_outputs]
File: design.v
module decoder_2x4 (
	en,
	din,
	dout
);
input        en;
input  [1:0] din;
output [3:0] dout;
reg [3:0] dout;
wire [3:0] dout_i;
assign dout_i = (din == 2'b00)? 4'b0001 :
	         (din == 2'b01)? 4'b0010 :
	          (din == 2'b10)? 4'b0100 : 
   	                                      4'b1000 ;
always @(en or dout_i)
	dout = (en == 1'b1)? dout_i : 4'b0000;  
endmodule
module decoder_4x16 (
	din,
	dout
);
input  [3:0] din  ;  
output [15:0] dout;
wire   [3:0] dec_4_dout;  
decoder_2x4 u_decoder_2x4_0 (
	.en(dec_4_dout[0]),
	.din(din[1:0]),
	.dout(dout[3:0])
);
decoder_2x4 u_decoder_2x4_1 (
	.en(dec_4_dout[1]),
	.din(din[1:0]),
	.dout(dout[7:4])
);
decoder_2x4 u_decoder_2x4_2 (
	.en(dec_4_dout[2]),
	.din(din[1:0]),
	.dout(dout[11:8])
);
decoder_2x4 u_decoder_2x4_3 (
	.en(dec_4_dout[3]),
	.din(din[1:0]),
	.dout(dout[15:12])
);
decoder_2x4 u_decoder_2x4_4 (
	.en(1'b1),
	.din(din[3:2]),
	.dout(dec_4_dout)
);
endmodule
==> impl_metrics.toml <==
# flow metrics
[run_status]
status = "complete, but fails checks"
violations = "setup timing"

[finish]
regArea_um2 = 0
fin_util = 0.193
areaGrowthSynthToFinish_pct = 192
drive_gt1_frac = 0.830
nFlopsAndLatches = 0
clockBufferCount = 0

[drt]
ant_nets = 0
num_vias = 329
wl_per_cell_um = 12.1
diodes = 0
drc = 0
drt-initial-drc-count = 0
vias_per_cell = 3.32
drt_first_pass_iters = 1
drt-total-wl_um = 1200

[grt]
grt_pass1_vias = 325
grt_antenna_before_repair = 0
grt_max_degree = 9
overflow = 0
track_usage = 0.0316
grt_pass1_wl_um = 1690

[power]
vdd_drop_max_mv = 0.0862
p_leak_uw = 0.000321
pwr_density_cell_nw_per_um2 = 323
p_sw_uw = 75.0
p_total_uw = 214
power_frac_seq = 0
p_clk_frac = 0
p_comb_frac = 1.000
p_int_uw = 139
p_sw_frac = 0.351

[floorplanning]
die_w_um = 80
fp_util = 0.0663
die_area_um2 = 6400
coreArea_um2 = 3420
io_pins = 20
rows = 21
fp.dieH_um = 80

[synthesis]
avgSynthCellArea_um2 = 11.3
yosys.stat.seqShare = 0
postSynthCellCount = 20
ys_area_um2 = 226
ys_top_cells_by_count = "4 x and4b_1, 4 x buf_4, 4 x nor4b_2"
synth_warnings = 1
yosys.area.top_type = "nor4b_2"
topCellsByArea = "nor4b_2 27%, and4b_1 18%, and4bb_1 17%"
yosys_cells = 20
syn_area_um2 = 226
synth_cell_types = 7
yosysTopAreaCellShare = 0.265

[min_path]
min_from = "din[2]"
holdPathStages = 4
holdPathEnd = "dout[2]"
hold_path_class = "in -> out"

[sta]
final.setup.worst_slack_ps = -72.3
fmax_mhz = 933
worst_pin_slew_ps = 182
setup_violations = 10
maxSlewHeadroom = 0.878
finalMaxSlewViolations = 0
min_period_over_period = 1.07
layout_min_cycle_time_ps = 1070
fin_setup_tns_ps = -409
hold_viol = 0
grt_setup_unrepaired = "true"

[place]
hpwl_um = 703
gp_congestion = 0.656
io_buffers = 20

[critical_path]
crit_arrival_ps = 870
end_kind = "primary output"
cp-start-kind = "input pin"
crit_required_ps = 800
critPathKind = "in -> out"
cp-startpoint = "din[3]"
crit_fanout = 6

[clocking]
hold_buffers = 0

[run]
warnings = 34
cap_violations = 0
worst max path at each step:
stage                     end  slack, ps
after global routing  dout[1]       -150
final                 dout[4]        -70
after CTS             dout[1]       -220
worst max-delay path, stage by stage:
cell     delay [ps]
buf_8           110
buf_6           120
buf_6           120
nor4b_4         200
buf_2           130
cell usage in the layout, fill, tap and decap left out:
| cell | count |
|---|---|
| and4_1 | 1 |
| and4bb_2 | 3 |
| buf_8 | 4 |
| and4b_1 | 4 |
| buf_16 | 1 |
| nor4b_4 | 4 |
| buf_2 | 15 |
| clkdlybuf4s15_1 | 1 |
| nor4_4 | 1 |
| buf_4 | 2 |
| and4bb_1 | 3 |
| buf_12 | 2 |
| buf_6 | 12 |
cell type report:
cell class | instances | area (um^2)
Tap cell | 46 | 57.6
Timing Repair Buffer | 37 | 363
Fill cell | 381 | 2760
Multi-Input combinational cell | 16 | 240
power by group through the flow:
stage / logic [uW] / registers, uW / clock network [uW]
finish: 214 / 0 / 0
global route: 231 / 0 / 0
CTS: 198 / 0 / 0
cell families after synthesis:
| logic type | Yosys count | synth area share |
|---|---|---|
| and+or+nand+nor | 16 | 0.867 |
| buffers and inverters | 4 | 0.133 |
per-stage QoR:
stage               std cells  setup slack (ps)  hold WS [ps]  cell area (um^2)
floorplan                  20               250           535               226
global placement           86              -780          1490               534
detailed placement         86              -787          1500               534
CTS                        99              -218           765               624
global route               99              -147           724               661
finish                     99             -72.3           711               661
routing by layer:
layer  track usage  up-vias  part of all wire
met5             0        -                 0
met2        0.0433       17              0.41
li1              -      158                 -
met3        0.0193        0              0.12
met1        0.0435      154              0.46
met4             0        0                 0
what timing repair did:
| item | in CTS | in global routing |
|---|---|---|
| cloned | 1 | 0 |
| pin swaps | 10 | 8 |
| buffers inserted | 12 | 3 |
| setup endpoints to repair | 16 | 16 |
| gates resized | 81 | 14 |
No activity file was given, so power comes from the tool's default toggle rates.
